--- design.v ---
module serializer #(
    parameter FRAME_WIDTH = 8,
    parameter COUNTER_WIDTH = 3
) (
    input clk,
    input reset, 
    input ser_en,
    input Data_Valid,
    input [FRAME_WIDTH-1:0] P_Data,
    output reg ser_done,
    output reg ser_data
);
    reg [FRAME_WIDTH-1:0] temp;
    reg [COUNTER_WIDTH-1 :0] counter;
    always @(posedge clk or negedge reset) begin
        if (!reset) begin
            ser_data <= 0;
            ser_done <=0;
            temp <=0;
        end
        else if (ser_en)begin
            {temp,ser_data} <= {1'b0,temp};
        end
        else if (Data_Valid) begin
            temp <= P_Data;
        end
    end
    always @(posedge clk or negedge reset) begin
        if (!reset) begin
            counter <= 0; 
            ser_done <= 0;
        end
        else if (counter == (2**COUNTER_WIDTH)-1) begin
            ser_done <= 1;
            counter <= 0;
        end
        else if (ser_en) begin
            counter <= counter + 1;
        end
        else if (Data_Valid) begin
            counter <= 0;
            ser_done <= 0;
        end
    end
endmodule
--- run.sh ---
#!/bin/bash
# OpenROAD 26Q1-2900-gdf79404cd8, Yosys 0.63+post, stock flow scripts
make -C /OpenROAD-flow-scripts/flow DESIGN_CONFIG=/design/flow/config.mk WORK_HOME=/design/flow/orfs finish
--- config.mk ---
export PLATFORM = sky130hd
export DESIGN_NAME = serializer
export DESIGN_NICKNAME = serializer
export VERILOG_FILES = /design/flow/design.v
export SDC_FILE = /design/flow/constraint.sdc
export NUM_CORES = 4
export LEC_CHECK = 1
export CORE_AREA = 10 10 75 75
export DIE_AREA = 0 0 85 85
--- constraint.sdc ---
current_design serializer

set clk_period 1.2
set clk_io_pct 0.2

create_clock -name clk0 -period $clk_period [get_ports {clk}]

set non_clock_inputs [all_inputs -no_clocks]
set_input_delay [expr $clk_period * $clk_io_pct] -clock clk0 $non_clock_inputs
set_output_delay [expr $clk_period * $clk_io_pct] -clock clk0 [all_outputs]
==> flow_metrics.env <==
# source this file to load flow results
export IMPL_yosysWarnings=3
export IMPL_edf_count=0
export IMPL_synthCells=37
export IMPL_common_cells="9 x dfrtp_1, 8 x mux2i_1, 7 x nand2_1, 7 x o21ai_0"
export IMPL_antenna_found_initial=0
export IMPL_globalRouteMet3Util=0.0116
export IMPL_ys_chip_area_um2=409
export IMPL_r2r_slack_ns=0.44
export IMPL_p_sw_frac=0.209
export IMPL_switchingPower_mw=0.171
export IMPL_endpoint_kind="output port"
export IMPL_use_met1=0.0259
export IMPL_port_buffers=12
export IMPL_clk_insertion_delay_late_ns=0.23
export IMPL_pin_count=14
export IMPL_rsz0062_at_grt="false"
export IMPL_setup_tns_ns=0
export IMPL_skew_ns=0.00428
export IMPL_n_antenna_cell=0
export IMPL_routed_wl_mm=1.01
export IMPL_worstPathMaxFanout=2
export IMPL_cp_num_buf_inv=1
export IMPL_ys_async_sr_fraction=1.00
export IMPL_pwr_share_seq=0.440
export IMPL_avgViaCountPerCell=3.12
export IMPL_cp_top_family="flip-flops"
export IMPL_r2r_cells=1
export IMPL_globalplace_congestion=0.699
export IMPL_clk_pin_slew_ns=0.04
export IMPL_r2r_end="ser_data"
export IMPL_avgSynthCellArea_um2=11.1
export IMPL_min_path_type="input port to async pin"
export IMPL_ir_drop_mv=0.336
export IMPL_log_warning_count=25
export IMPL_ys_flop_type="dfrtp_1"
export IMPL_vias=318
export IMPL_htree_levels=1
export IMPL_grt_pass1_wl_mm=1.61
export IMPL_arrival_ns=0.83
export IMPL_ys_seq_frac=0.550
export IMPL_cpMaxStageDelayCell="dfrtp_1"
export IMPL_num_rows=23
export IMPL_top_usage_layer="met2"
export IMPL_largest_area_cell="dfrtp_1"
export IMPL_cts_tree="yes"
export IMPL_drive_above_1_share=0.115
export IMPL_hold_viol=0
export IMPL_clkSinkCount=9
export IMPL_p_int_mw=0.646
export IMPL_hold_ws_ns=0.310
export IMPL_cap_violations=0
export IMPL_core_mm2=0.00406
export IMPL_setup_viol=0
export IMPL_dr_pass1_iters=2
export IMPL_yosysUniqueCellTypes=10
export IMPL_status="finished, final reports clean"
export IMPL_critPathMaxStageDelay_ns=0.37
export IMPL_first_global_vias=356
export IMPL_use_met2=0.0504
export IMPL_powerDensity_mw_per_mm2=1280
export IMPL_period_needed_ns=1.07
export IMPL_cts_setup_buffers=0
export IMPL_leakage_nw=0.276
export IMPL_fp_util=0.101
export IMPL_top_area_frac=0.550
export IMPL_clockPowerShare=0.414
export IMPL_cp_start_kind="flop"
export IMPL_post_drt_wl_per_cell_um=9.85
export IMPL_syn_area_um2=409
export IMPL_cts_made_buffers=3
export IMPL_syn_to_final_growth_pct=56.3
export IMPL_slew_viol_final=0
export IMPL_most_common_cell="dfrtp_1"
export IMPL_ant_nets=0
export IMPL_synth_flops=9
export IMPL_cts_buffer_depth=2
export IMPL_ys_top_cells_by_area="dfrtp_1 55%, mux2i_1 20%, o21ai_0 8.6%"
export IMPL_yosys_cells=37
export IMPL_r2r_start="temp[0]"
export IMPL_grt_start_max_net_pins=16
export IMPL_clockRootBuffer="clkbuf_8"
export IMPL_crit_required_ns=0.96
export IMPL_critPathKind="flop to output port"
export IMPL_drcViolationCount=0
export IMPL_track_usage=0.0269
export IMPL_fp_dieW_um=85
export IMPL_max_freq_mhz=935
export IMPL_post_route_period_util=0.891
export IMPL_crit_chain="dlygate4sd2_1"
export IMPL_combPwrFrac=0.146
export IMPL_grt_overflow=0
export IMPL_die_area_mm2=0.00723
export IMPL_die_y_um=85
export IMPL_first_iter_violations=22
export IMPL_dp_hpwl_um=807
power by group through the flow:
| stage | combinational [mW] | clock, mW | sequential, mW |
|---|---|---|---|
| final | 0.119 | 0.338 | 0.359 |
| after global routing | 0.132 | 0.371 | 0.363 |
| after CTS | 0.123 | 0.350 | 0.359 |
how the worst max path moves through the flow:
stage	startpoint	end	slack, ns	cells past startpoint
CTS	ser_data	ser_data	0.11	1
global route	Data_Valid	temp[1]	0.09	4
finish	ser_data	ser_data	0.13	1
per-stage QoR:
step	std cells	cell area, um^2	total power [mW]	utilization	setup WS, ns
after floorplan	37	409	0.413	-	0.479
after global placement	98	596	0.484	0.147	-0.0676
after detailed placement	98	596	0.489	0.147	-0.0956
after CTS	102	639	0.831	0.158	0.113
after global routing	102	639	0.866	0.158	0.0860
final	102	639	0.817	0.158	0.131
final cells by class:
| cell class | instances | area [um^2] |
|---|---|---|
| clock buffer | 4 | 45.0 |
| fill | 437 | 3420 |
| tap | 50 | 62.6 |
| timing repair buffer | 14 | 146 |
| multi-input combinational | 25 | 160 |
| sequential | 9 | 225 |
layer usage:
| metal | vias to the layer above | wire, um |
|---|---|---|
| met1 | 155 | 362 |
| met4 | 0 | 29 |
| met2 | 8 | 551 |
| li1 | 153 | - |
| met5 | - | 0 |
| met3 | 2 | 61 |
logic make-up (layout without fill, tap and decap cells):
group / after synthesis / in the layout / share of synthesized area
AND-OR/OR-AND: 7 / 7 / 0.0856
flip-flops: 9 / 9 / 0.550
other: 1 / 1 / 0.00917
AND/OR/NAND/NOR: 8 / 8 / 0.0734
buffers and inverters: 3 / 18 / 0.0581
multiplexers: 9 / 9 / 0.223
cell usage in the layout, fill, tap and decap left out:
cell type,count
mux2_2,1
o21ai_0,7
dlygate4sd2_1,1
conb_1,1
nand2_1,7
clkdlybuf4s50_1,11
buf_12,1
clkbuf_1,1
buf_4,1
nor2_1,1
dfrtp_1,9
clkbuf_8,3
mux2i_1,8
state kept, by name, summed over array words and instances (netlist names):
name and cells:
ser_data 1, temp 8
timing repair:
| action | CTS | global route |
|---|---|---|
| resized | 1 | 0 |
| hold buffers | 0 | 0 |
| endpoints found under the setup margin | 1 | 0 |
No activity file was given, so power comes from the tool's default toggle rates.
